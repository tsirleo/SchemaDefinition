`run.sh`:
```
#!/bin/bash
# OpenROAD 26Q1-2900-gdf79404cd8, Yosys 0.63+post, stock flow scripts
make -C /OpenROAD-flow-scripts/flow DESIGN_CONFIG=/design/flow/config.mk WORK_HOME=/design/flow/orfs finish
```
`config.mk`:
```
export PLATFORM = sky130hd
export DESIGN_NAME = datapath
export DESIGN_NICKNAME = datapath
export VERILOG_FILES = /design/flow/design.v
export SDC_FILE = /design/flow/constraint.sdc
export NUM_CORES = 4
export LEC_CHECK = 1
export CORE_AREA = 10 10 106 106
export DIE_AREA = 0 0 116 116
```
`constraint.sdc`:
```
current_design datapath

set clk_period 3.6
set clk_io_pct 0.2

create_clock -name clk0 -period $clk_period [get_ports {clk}]

set non_clock_inputs [all_inputs -no_clocks]
set_input_delay [expr $clk_period * $clk_io_pct] -clock clk0 $non_clock_inputs
set_output_delay [expr $clk_period * $clk_io_pct] -clock clk0 [all_outputs]
```
`design.v`:
```
module datapath(
  x, y, s, b,
  s_en, s_step, s_sub, s_zero,
  y_en, y_select_next, y_upd,
  clk, rst
);
  input [7:0] x;
  output reg [7:0] y;
  output reg [2:0] s;
  output b;
  input s_en, s_sub, s_zero, y_en, y_upd;
  input [1:0] s_step, y_select_next;
  input clk, rst;
  wire [2:0] s_next;
  assign s_next =
    s_sub
    ? (s_zero ? 0 : s) - s_step
    : (s_zero ? 0 : s) + s_step;
  always @(posedge clk, posedge rst)
    if(rst) s <= 0;
    else
      if(s_en) s <= s_next;
  reg [7:0] y_next;
  always @*
    if(y_upd)
      case(y_select_next)
      0: y_next = y;
      1: y_next = y + s;
      2: y_next = y - s;
      3: y_next = y + 1;
      default: y_next = 1'sbx;
      endcase
    else
      y_next = x;
  always @(posedge clk, posedge rst)
    if(rst) y <= 0;
    else
      if(y_en) y <= y_next;
  assign b = y[s];
endmodule
```
==> out/results.ini <==
[run_status]
status = completed

[critical_path]
critPathMaxFanout = 6
slowest_stage = clkdlybuf4s50_1
required_ns = 3.76
cp_top_family = AND-OR/OR-AND gates
path_depth = 9
r2r_start = s[0]$_DFFE_PP0P_
crit_type = input port to flip-flop
ff2ff_path_depth = 11
path_cells = clkdlybuf4s50_1, nand2b_2, o22ai_1, ha_1, a21oi_1, a21oi_1, o21a_1, or4_1, o211ai_1
setup.worst_path.start = y_select_next[1]
slowest_delay_ns = 0.60
crit_path_start_kind = input port
cpMostUsedCell = a21oi_1
crit_arrival_ns = 3.02
end_kind = flip-flop
critPathBufInv = 1

[sta]
setup_viol_count_final = 0
fmax_mhz = 350
finalHoldViolCount = 0
rsz0062_at_grt = false
finClkSkew_ns = 0.00413
slew_headroom = 0.709
tightest_slew_ns = 0.437
slew_violations = 0
min_period_ns = 2.86
finalCritPeriodShare = 0.794
tns_ns = 0

[yosys]
compound_area_frac = 0.212
yosysWarnings = 1
synth_seq_share = 0.265
syn_avg_cell_area_um2 = 8.64
top_logic_kind = AND-OR/OR-AND gates
ys.flops = 11
mux_share = 0.0917
syn_area_mm2 = 0.00104
flop_cell = dfrtp_1
netlist_instances = 120
ys_area_mm2 = 0.00104
synth_async_sr_flop_share = 1.00
synth-xor-area-share = 0.0338
simple_gate_share = 0.168
edf_count = 0
yosys_cells = 120
yosys.cell_types.count = 34
ys_sh_adder = 0.183

[power]
clockPowerShare = 0.172
power_frac_seq = 0.288
p_int_mw = 0.457
swShare = 0.383
comb_power_share = 0.540
switchingPower_mw = 0.284
powerDensity_mw_per_mm2 = 489
leakagePower_nw = 0.653
irDropWorstVdd_mv = 0.126

[clock_network]
cts.clk_slew.worst_paths_ns = 0.05
cts_buffers = 3
cts_hold_buf = 0
worst_skew_pair.late_latency_ns = 0.24
post-cts-setup-buffer-count = 0
clockBufferDepth = 2
clock_sinks = 11
cts_tree = yes
cts.repair.resized = 0
h-tree-depth = 1
cts_root_buf = clkbuf_8

[route]
wl_per_cell_um = 12.2
vias = 970
antenna_left = 0
vias_per_cell = 3.72
first_iter_violations = 38
drc = 0
totalWireLength_um = 3170
diodes = 0
dr.pass1.iters = 4

[global_route]
grt_remaining_overflow = 0
grt_pass1_wl_um = 5060
grt_util_all_layers = 0.0478
grt_max_degree = 18
antenna_found_initial = 0
grt_pass1_vias = 1000

[floorplan]
core_mm2 = 0.00885
die_w_um = 116
boundaryPins = 31
fp_util = 0.117
num_rows = 34
die_y_um = 116
dieArea_mm2 = 0.0135

[placed_design]
gp_congestion = 0.837
dp_hpwl_um = 2650
io_buffers = 30
dp.cells = 257

[worst_hold_path]
hold_class = flip-flop to flip-flop
min_from = s[2]$_DFFE_PP0P_
whs_path_depth = 2

[finish]
nFillCells = 995
syn_to_final_growth_pct = 46.1
layoutNonFillerInstCount = 261
drive_gt1_frac = 0.0915

[flow_run]
max-cap-violations = 0
warnings = 26

==> cells in the mapped netlist (3+ instances only) <==
library cell,count,share of area
nand2_1,18,0.065
ha_1,12,0.14
dfrtp_1,11,0.27
a21oi_1,10,0.048
o21ai_0,10,0.048
nor2_1,8,0.029
inv_1,6,0.022
mux2i_1,5,0.048
inv_2,4,0.014
and3_1,3,0.018
==> cells by family after synthesis <==
group / after synthesis
AND-OR/OR-AND: 34
flip-flops: 11
buffers and inverters: 12
multiplexers: 7
AND/OR/NAND/NOR: 38
adder cells (fa/ha/maj): 14
XOR/XNOR: 4
==> final timing paths <==
kind	end	slack, ns
max	y[7]$_DFFE_PP0P_	0.74
min in group asynchronous	y[7]$_DFFE_PP0P_	0.78
min reg2reg	s[2]$_DFFE_PP0P_	0.56
max reg2reg	y[7]$_DFFE_PP0P_	0.82
max in group asynchronous	y[2]$_DFFE_PP0P_	2.51
min	s[2]$_DFFE_PP0P_	0.56
==> flip-flops by register name, indices dropped and copies added, names as in the netlist <==
signal,cells
s,3
y,8
==> metal layers <==
metal | track usage | wire, um | up-vias
met5 | 0 | 0 | -
met4 | 0.00334 | 0 | 0
met3 | 0.0309 | 432 | 0
met2 | 0.0694 | 1300 | 24
met1 | 0.0611 | 1440 | 449
li1 | - | - | 497
==> layout by cell type, fill, tap and decap left out, types with 3 or more instances in the layout <==
master and count:
clkdlybuf4s50_1 30, nand2_1 18, ha_1 12, dfrtp_1 11, o21ai_0 10, a21oi_1 10
nor2_1 8, inv_1 6, mux2i_1 5, inv_2 4, and3_1 3, clkbuf_8 3
==> power groups by stage <==
stage	registers, mW	logic (mW)	clock network (mW)
CTS	0.216	0.406	0.131
global route	0.222	0.456	0.139
finish	0.213	0.400	0.127
==> area by class of cell <==
| class | instances | area, um^2 | share of cell area |
|---|---|---|---|
| inverter | 10 | 37.5 | 0.0248 |
| timing repair buffer | 31 | 308 | 0.203 |
| tap | 108 | 135 | 0.0892 |
| multi-input combinational | 97 | 714 | 0.472 |
| clock buffer | 4 | 45.0 | 0.0297 |
| sequential | 11 | 275 | 0.182 |
==> worst min-delay path: cells and delay by family, from the launching register on <==
family	cells	cell delay [ns]
flops	1	0.42
simple gates	2	0.12
==> metrics by stage <==
step                power [mW]  utilization  instance area [um^2]  hold WS, ns  setup slack (ns)
floorplan                0.434            -                  1040        0.473              1.05
global placement         0.614        0.166                  1470        0.541             0.517
detailed placement       0.618        0.166                  1470        0.559             0.494
CTS                      0.753        0.171                  1520        0.577             0.742
global route             0.817        0.171                  1520        0.601             0.569
finish                   0.740        0.171                  1520        0.563             0.742
No activity file was given, so power comes from the tool's default toggle rates.
