$ cat design/flow/config.mk
export PLATFORM = sky130hd
export DESIGN_NAME = main
export DESIGN_NICKNAME = main
export VERILOG_FILES = /design/flow/design.v
export SDC_FILE = /design/flow/constraint.sdc
export NUM_CORES = 4
export LEC_CHECK = 1
export CORE_UTILIZATION = 50
$ cat design/flow/constraint.sdc
current_design main

set clk_period 25.4
set clk_io_pct 0.2

create_clock -name clk0 -period $clk_period [get_ports {clk}]

set non_clock_inputs [all_inputs -no_clocks]
set_input_delay [expr $clk_period * $clk_io_pct] -clock clk0 $non_clock_inputs
set_output_delay [expr $clk_period * $clk_io_pct] -clock clk0 [all_outputs]
$ cat design/flow/design.v
module main (
    input wire clk,
    input wire rst,
    input wire [7:0] in,
    input wire [2:0] op,
    input wire apply,
    output wire [7:0] tail,
    output wire empty,
    output reg valid
);
    integer i;
    reg [7:0] trash;
    integer queue_size = 5;
    parameter QUEUE_SIZE = 5;
    parameter QUEUE_WIDTH = 8;
    reg [QUEUE_WIDTH-1:0] queue [QUEUE_SIZE-1:0];
    reg [3:0] queue_head, queue_tail;
    reg [3:0] queue_count;
    reg [7:0] result;
    assign tail = (valid && queue_count > 0) ? queue[queue_tail] : trash;
    assign empty = (valid) ? (queue_count == 0) : trash[0];
    always @(posedge clk, posedge rst) begin
        if (rst) begin
            queue_count <= 3'b0;
            queue_head <= 3'b0;
            queue_tail <= 3'b0;
            valid <= 1'b1;
        end else if (apply) begin
            if (op == 0) begin
                if (queue_count < queue_size) begin
                    if (queue_count == 0) begin
                        queue[queue_tail] <= in;
                        queue_count <= (queue_count + 1) % QUEUE_SIZE;
                    end else begin
                        queue[(queue_tail + 1) % queue_size] <= in;
                        queue_tail <= (queue_tail + 1) % queue_size;
                        queue_count <= queue_count + 1;
                    end 
                end else begin 
                    valid <= 1'b0;
                end
            end else if (op == 1) begin
                if (queue_count > 0) begin
                    if (queue_count != 1) begin
                        queue_head <= (queue_head + 1) % queue_size;
                    end 
                    queue_count <= queue_count - 1;
                end else begin
                    valid <= 1'b0;
                end
            end else if (op > 1 && op <= 6) begin
                if (queue_count >= 2) begin
                    if (op != 5 && op != 6 || ((op == 5 || op == 6) && queue[queue_head] != 0)) begin
                        case(op)
                            2: queue[(queue_tail + 1) % queue_size] <= queue[queue_head] + queue[(queue_head + 1) % queue_size];
                            3: queue[(queue_tail + 1) % queue_size] <= queue[queue_head] * queue[(queue_head + 1) % queue_size];
                            4: queue[(queue_tail + 1) % queue_size] <= queue[(queue_head + 1) % queue_size] - queue[queue_head];
                            5: queue[(queue_tail + 1) % queue_size] <= queue[(queue_head + 1) % queue_size] / queue[queue_head];
                            6: queue[(queue_tail + 1) % queue_size] <= queue[(queue_head + 1) % queue_size] % queue[queue_head];
                        endcase
                        queue_count <= queue_count - 1;
                        queue_head <= (queue_head + 2) % queue_size;
                        queue_tail <= (queue_tail + 1) % queue_size;
                    end else begin
                        valid <= 1'b0;
                    end
                end else begin
                    valid <= 1'b0;
                end
            end else begin
                valid <= 1'b0;
            end
        end
    end
endmodule
$ cat design/flow/run.sh
#!/bin/bash
# OpenROAD 26Q1-2900-gdf79404cd8, Yosys 0.63+post, stock flow scripts
make -C /OpenROAD-flow-scripts/flow DESIGN_CONFIG=/design/flow/config.mk WORK_HOME=/design/flow/orfs finish
==> summary.txt <==
Results of the flow run.

On the critical path the data arrives at 23810 ps. In the synthesis report, Yosys lists the chip area as 8410 um2. CTS built an H-tree with a depth of 2. The total antenna diodes in the routed design stands at 0. Summing the sequential cell areas from Yosys gives a little under a fifth of the chip area.

The site row count stands at 47. The area of the die stands at ~17000 um2. The number of DRC markers after the initial detailed-route iteration stands at 657.

The average routed wire per standard cell stands at between 15 and 20 um. In this run the deepest clock path goes through 2 buffers. The congestion estimate from routability-driven global placement came to 0.991. The post-synthesis to final-layout area growth stands at 7.92%.

For the finished layout, the period the worst path requires is 23760 ps. The share of the core filled by cells before placement stands at 50.9%. The placeable core region stands at 16500 um2. The post-synth tally of flip-flops with integrated enable stands at 40. The timing report notes that buffer and inverter cells on the critical path total 8. The post-route clock period utilization stands at around 94%. The critical path maximum fanout is 20. The final timing report lists a hold violation count of 0. The worst hold path belongs to the class reg2reg.

The timing report shows that the slowest cell on the worst path is clkdlybuf4s50_1. In the setup report, the worst path falls into the class in2reg. The synthesis report lists the Yosys warning total as 10. The final routed wirelength across all metal layers stands at approximately 25 mm.

The chip height stands at 132 um. For this design the top-level I/O count stands at 24. The largest clock skew in the final design stands at around 11 ps. Among all flip-flop cells after synthesis, the most frequent one is edfxtp_1. The placement stage leaves a total instance area of around 8900 um2.

The filler cell count in the final layout stands at 1559. The total global routing overflow stands at 0.

The pre-CTS setup check shows a worst slack of 519 ps. The slew of the pin with the lowest slew margin stands at around 870 ps. The synthesized netlist handed to floorplanning was reported with a cell count of ~1100. The sum of negative setup slack stands at 0 ps. The global-route wire length before repair stands at 40.4 mm. The first TritonRoute pass finished after 7 iterations. The quantity of I/O buffers inserted on ports stands at 23. The netlist uses 101 different library cells. The number of setup buffers added after CTS is 0. The horizontal die dimension stands at 132 um. The fmax stands at about 42 MHz.

The largest total area in the synthesized netlist belongs to ha_1. Setup repair after global routing left no endpoint under its margin. STA classifies the critical path startpoint as an input port. The register clock-pin slew on the reported worst setup and hold paths stands at 80 ps. TritonCTS built the clock tree.

The via density per instance stands at roughly 6.1. The total number of warnings across the stage logs stands at 51. The final report gives the standard cell area, fillers excluded, as about 9100 um2. The headroom to the max-slew limit stands at 42.1%.

The clock insertion delay at the later pin of the skew report stands at ~300 ps. The delay of the slowest cell on the worst path stands at around 450 ps. The mean cell area of the mapped netlist stands at 8.00 um2.

The count of placed standard cells including taps stands at 1270. The residual DRC count stands at 0. The final worst-path setup slack stands at between 1500 and 2000 ps. The final tally of max-slew violations stands at 0. The half-perimeter wire length of the detailed placement result stands at between 15 and 20 mm. The flop and latch count out of synthesis stands at 53. The worst setup path is captured at a flop.

The total global-route track usage stands at 31.0%. The number of failing setup endpoints in the final timing report stands at 0. Per the final layout report, the fraction of cells sized above drive strength 1 comes to under 10%. By instance count after routing, the leading logic cell type is ha_1. For this design, the sink count on the clock tree is 53. The routed layout has roughly 7800 vias. The residual antenna-violating net count after detailed routing stands at 0. The number of global-route vias before repair stands at 7326.

The final design utilization stands at 54.9%. The tree is rooted in a clkbuf_16. After the flow finishes, the layout carries non-filler instances totaling between 1000 and 1500. The cell that appears most often on the critical path is o21a_1. The tally of max-capacitance violations stands at 0.

By area the synthesized netlist is led by ha_1 15%, edfxtp_1 14%, o21ai_0 5.5%, a21oi_1 4.5%, inv_1 3.8%. In this design, the largest share of critical-path delay is due to AND-OR/OR-AND gates. The cell total in the yosys stat output stands at 1051.

The number of buffers inserted during clock tree synthesis stands at 5. The maximum number of pins on one net before global-route repair stands at 29. Leaving out fill and tap cells, the most frequent cells in the layout are 102 x ha_1, 91 x o21ai_0, 86 x inv_1. The critical path data required time stands at 25460 ps. Counting flops with an async set or reset pin after synthesis yields a share of around a quarter. The top cell type by area accounts for 15.2% of the synthesized area. The initial antenna violation count stands at 0. The cell area after technology mapping stands at between 8000 and 9000 um2. The run finished with clean final reports.

## state kept, by name, indices dropped and copies added (netlist names)
register     flops
queue_tail       4
queue_head       4
queue_count      4
valid            1
queue           40
## through the flow
| step | hold WS [ps] |
|---|---|
| 5_1_grt | 506 |
| 2_1_floorplan | 453 |
| 3_5_place_dp | 476 |
| 3_3_place_gp | 471 |
| 4_1_cts | 489 |
| 6_report | 487 |
## metal layers
| layer | wire [um] | vias up | track usage (%) |
|---|---|---|---|
| li1 | - | 3870 | - |
| met5 | 0 | - | 0 |
| met1 | 11500 | 3598 | 46.9 |
| met4 | 633 | 0 | 7.24 |
| met3 | 2360 | 44 | 9.18 |
| met2 | 10600 | 327 | 44.4 |
## cells in the mapped netlist, types with 17 or more instances
library cell / count
xnor2_1: 36
nor2_1: 79
nor2b_1: 17
edfxtp_1: 40
a21oi_1: 76
o21ai_0: 92
clkbuf_1: 31
nand2b_1: 22
ha_1: 102
nor3_1: 36
nand2_1: 82
inv_1: 86
a21o_1: 18
nand3_1: 28
o21a_1: 17
## timing repair
action,in CTS,in global routing
hold buffers,0,0
resized,0,8
endpoints found under the setup margin,0,40
## final timing paths
path	start	end	slack (ps)	cells after the start
max reg2reg	queue_count[0]$_DFFE_PP0P_	queue[1][0]$_DFFE_PP_	5670	93
min	valid$_DFFE_PP1P_	valid$_DFFE_PP1P_	490	1
max in group asynchronous	rst	queue_tail[1]$_DFFE_PP0P_	19900	2
min reg2reg	valid$_DFFE_PP1P_	valid$_DFFE_PP1P_	490	1
max	op[2]	queue[1][0]$_DFFE_PP_	1640	92
min in group asynchronous	rst	queue_head[1]$_DFFE_PP0P_	5130	2
## kinds of logic after synthesis
kind of cell | count (synthesis) | synth area share (%)
adder cells (fa/ha/maj) | 118 | 18.7
AND/OR/NAND/NOR | 321 | 19.0
XOR/XNOR | 53 | 5.94
buffers and inverters | 135 | 6.59
flip-flops | 53 | 18.2
multiplexers | 34 | 4.39
AND-OR/OR-AND | 337 | 27.2
## final cells by class
cell class | count | area, um2 | share of cell area [%]
clock buffer | 5 | 125 | 1.38
tap | 220 | 275 | 3.03
timing repair buffer | 45 | 395 | 4.36
inverter | 89 | 347 | 3.82
clock inverter | 3 | 28.8 | 0.317
sequential | 53 | 1530 | 16.8
multi-input combinational | 863 | 6380 | 70.3
## worst reg2reg max path, delay by kind of cell, from the launching register on
| family | cells | cell delay (ps) |
|---|---|---|
| flip-flops | 1 | 470 |
| AND/OR/NAND/NOR | 23 | 3730 |
| adder cells (fa/ha/maj) | 12 | 3250 |
| buffers and inverters | 8 | 1420 |
| multiplexers | 6 | 1760 |
| XOR/XNOR | 1 | 290 |
| AND-OR/OR-AND | 43 | 8580 |
